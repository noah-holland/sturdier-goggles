==> flow/design.v <==
module Shifter(Shift_Out, Shift_In, Shift_Val, Mode);
input [15:0] Shift_In;  
input [3:0] Shift_Val;  
input  [1:0] Mode;  
output [15:0] Shift_Out;  
wire [15:0] Shift_Stage_1, Shift_Stage_2, Shift_Stage_3;   
assign Shift_Stage_1 = (Shift_Val[0] == 0) ? Shift_In[15:0] : 			 
			    (Mode[1] == 1) ? {Shift_In[0],Shift_In[15:1]} :	 
			    (Mode[0] == 1) ? {Shift_In[15],Shift_In[15:1]} :	 
					     {Shift_In[14:0],1'h0};		 
assign Shift_Stage_2 = (Shift_Val[1] == 0) ? Shift_Stage_1[15:0] : 				 
			    (Mode[1] == 1) ? {Shift_Stage_1[1:0],Shift_Stage_1[15:2]} :		 
			    (Mode[0] == 1) ? {{2{Shift_Stage_1[15]}},Shift_Stage_1[15:2]} :	 
					     {Shift_Stage_1[13:0],2'h0};			 
assign Shift_Stage_3 = (Shift_Val[2] == 0) ? Shift_Stage_2[15:0] : 				 
			    (Mode[1] == 1) ? {Shift_Stage_2[3:0],Shift_Stage_2[15:4]} :		 
			    (Mode[0] == 1) ? {{4{Shift_Stage_2[15]}},Shift_Stage_2[15:4]} :	 
					     {Shift_Stage_2[11:0],4'h0};				 
assign Shift_Out = (Shift_Val[3] == 0) ? Shift_Stage_3[15:0] : 					 
			(Mode[1] == 1) ? {Shift_Stage_3[7:0],Shift_Stage_3[15:8]} :		 
			(Mode[0] == 1) ? {{8{Shift_Stage_3[15]}},Shift_Stage_3[15:8]} :		 
					 {Shift_Stage_3[7:0],8'h0};				 
endmodule
==> flow/run.sh <==
#!/bin/bash
# OpenROAD 26Q1-2900-gdf79404cd8, Yosys 0.63+post, stock flow scripts
make -C /OpenROAD-flow-scripts/flow DESIGN_CONFIG=/design/flow/config.mk WORK_HOME=/design/flow/orfs finish
==> flow/config.mk <==
export PLATFORM = sky130hd
export DESIGN_NAME = Shifter
export DESIGN_NICKNAME = Shifter
export VERILOG_FILES = /design/flow/design.v
export SDC_FILE = /design/flow/constraint.sdc
export NUM_CORES = 4
export LEC_CHECK = 1
export CORE_AREA = 10 10 93 93
export DIE_AREA = 0 0 103 103
==> flow/constraint.sdc <==
current_design Shifter

set clk_period 5.3
set clk_io_pct 0.2

create_clock -name clk0 -period $clk_period

set non_clock_inputs [all_inputs -no_clocks]
set_input_delay [expr $clk_period * $clk_io_pct] -clock clk0 $non_clock_inputs
set_output_delay [expr $clk_period * $clk_io_pct] -clock clk0 [all_outputs]
==> impl_metrics.csv <==
group,metric,value,unit
outcome,status,"complete, no violations",
grt,grt_pass1_wl,12280,µm
layout,nFillCells,719,
synth,ys.warnings.count,0,
power_and_ir_drop,finalPower,0.0002384,W
timing,tightestPinTransition,0.7363,ns
worst_hold_path,worst_hold_startpoint,"Shift_Val[0]",
timing,rsz0062_at_grt,"false",
route,antennaDiodeCount,0,
layout,flop-count,0,
layout,n_clock_buffer,0,
critical_path,crit_fanout,16,
timing,finalSetupTns,0,ns
synth,yosysCellCount,277,
layout,regArea,0,µm²
layout,final_cell_mix,"37 x clkdlybuf4s50_1, 28 x nand2_1, 25 x o21ai_0",
floorplan,fp_util,28.81,%
grt,grt_pass1_vias,2196,
critical_path,start_kind,"primary input",
worst_hold_path,hold_class,"in2out",
clocking,ctsResizeCount,0,
layout,layout_top_cell,"clkdlybuf4s50_1",
timing,final_max_slew_viol_count,0,
power_and_ir_drop,internal_power,0.0001128,W
synth,postSynthAreaPerCell,7.028,µm²
critical_path,cp-end-kind,"output port",
power_and_ir_drop,p_clk_share,0,%
timing,fmax,0.2040,GHz
critical_path,crit_type,"in2out",
layout,final_cells,375,
placement,place_area,2323,µm²
power_and_ir_drop,combPwrFrac,100.0,%
placement,gp_congestion,0.9712,
layout,logic_area,1747,µm²
critical_path,crit_start,"Mode[1]",
placement,dp.cells,375,
synth,yosys.stat.chipArea,1947,µm²
route,drt-pass1-iter-count,5,
clocking,post_cts_buffers,0,
grt,track_usage,14.52,%
synth,yosys.stat.seqShare,0,%
route,wirelength,7738,µm
worst_hold_path,min_to,"Shift_Out[5]",
route,drtAntennaViolNets,0,
worst_hold_path,hold_depth,4,
power_and_ir_drop,switching_share,52.69,%
critical_path,cp.required,4.24,ns
layout,drive_above_1_share,14.24,%
flow_run,cap_violations,0,
route,vias_per_cell,6.603,
power_and_ir_drop,p_leak,0.8002,nW
floorplan,io_pins,38,
timing,finalHoldViolCount,0,
layout,syn_to_final_growth,19.34,%
floorplan,core_area,6756,µm²
placement,preCtsSetupSlack,0.4729,ns
route,vias,2476,
clocking,hold_buffers,0,
synth,synth_area,1947,µm²
timing,min_period,4.903,ns
grt,grt_max_degree,39,
layout,stdcell_area,2323,µm²
grt,overflow,0,
synth,yosys.cell_types.count,62,
critical_path,arrival,3.84,ns
power_and_ir_drop,power.density,102.6,nW/µm²
timing,finalCritPeriodShare,92.51,%
floorplan,rows,30,
route,drt_iter0_drc,308,
route,route.detailed.drc,0,
grt,antenna_found_initial,0,
timing,relSlewSlack,50.91,%
floorplan,die.size.x,103,µm
placement,dp_hpwl,6050,µm
power_and_ir_drop,vdd_ir_drop_max,32.50,µV
placement,io_buffers,38,
floorplan,dieHeight,103,µm
floorplan,chipArea,10610,µm²
flow_run,warnings,32,
timing,setup_viol,0,
power_and_ir_drop,p_switching,0.0001256,W
power_and_ir_drop,seqPwrFrac,0,%
synth,synthCells,277,
route,wl_per_cell,20.63,µm
timing,setup_slack,0.3968,ns
-- per-stage QoR --
step / hold WS (ns) / util [%]
after detailed placement: 3.338 / 34.39
after global placement: 3.347 / 34.39
after CTS: 3.337 / 34.39
after global routing: 3.463 / 34.39
after floorplan: 2.238 / -
final: 3.361 / 34.39
-- cell type report --
cell class | instances | area share [%]
well taps | 80 | 4.308
multi-input cells | 241 | 75.18
repair buffers | 49 | 19.71
inverters | 5 | 0.8078
-- synthesized netlist by cell type (all sizes together), types with 5 or more instances --
master | number | area share, %
a21oi | 14 | 3.6
clkbuf | 7 | 1.3
o21ai | 26 | 6.7
buf | 24 | 8.0
a311oi | 15 | 8.0
mux2 | 7 | 4.2
or3b | 9 | 4.4
o211ai | 6 | 2.3
inv | 5 | 0.96
nor2b | 5 | 1.6
mux4 | 5 | 5.8
mux2i | 14 | 7.2
nand3 | 10 | 2.6
a31oi | 14 | 4.8
nor2 | 19 | 3.8
nand2 | 28 | 5.4
nand2b | 7 | 2.2
-- worst max path at each step --
stage / endpoint / slack (ns) / depth (start not counted)
CTS: Shift_Out[9] / 0.47 / 8
global route: Shift_Out[2] / 0.23 / 8
finish: Shift_Out[11] / 0.40 / 8
-- logic make-up (layout without fill, tap and decap cells) --
group / Yosys count / in the layout / synth area share (%)
simple gates: 93 / 93 / 25.39
mux: 26 / 26 / 17.22
buf+inv: 36 / 54 / 10.28
compound gates: 122 / 122 / 47.11
-- critical path, stage by stage --
cell and delay [ns]:
clkdlybuf4s50_1 0.63, buf_4 0.29, or3b_1 0.40, a311oi_1 0.47, a21oi_1 0.13, a221oi_2 0.25
o21a_1 0.15, clkdlybuf4s50_1 0.46
-- per-layer routing --
metal  vias up  GRT usage, %  wire length [µm]
li1       1143             -                 -
met1      1132         21.50              3294
met2       178         20.28              3132
met3        23         3.114              1028
met4         0         4.599               282
met5         -             0                 0
-- power groups by stage --
stage / clock network [W] / registers (W) / logic, W
6_report: 0 / 0 / 0.000238
5_1_grt: 0 / 0 / 0.000258
4_1_cts: 0 / 0 / 0.000235
Power figures rest on the tool's default switching activity, not on a simulated workload.

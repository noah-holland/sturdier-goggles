--- flow/run.sh ---
#!/bin/bash
# OpenROAD 26Q1-2900-gdf79404cd8, Yosys 0.63+post, stock flow scripts
make -C /OpenROAD-flow-scripts/flow DESIGN_CONFIG=/design/flow/config.mk WORK_HOME=/design/flow/orfs finish
--- flow/config.mk ---
export PLATFORM = sky130hd
export DESIGN_NAME = WriteDecoder_4_16
export DESIGN_NICKNAME = WriteDecoder_4_16
export VERILOG_FILES = /design/flow/design.v
export SDC_FILE = /design/flow/constraint.sdc
export NUM_CORES = 4
export LEC_CHECK = 1
export CORE_AREA = 10 10 70 70
export DIE_AREA = 0 0 80 80
--- flow/constraint.sdc ---
current_design WriteDecoder_4_16

set clk_period 1.0
set clk_io_pct 0.2

create_clock -name clk0 -period $clk_period

set non_clock_inputs [all_inputs -no_clocks]
set_input_delay [expr $clk_period * $clk_io_pct] -clock clk0 $non_clock_inputs
set_output_delay [expr $clk_period * $clk_io_pct] -clock clk0 [all_outputs]
--- flow/design.v ---
module WriteDecoder_4_16 (input [3:0] RegId, input WriteReg, output [15:0] Wordline);
assign Wordline = !WriteReg ? 0 :
                  RegId == 0 ? 1 :
                  RegId == 1 ? 2 :
                  RegId == 2 ? 4 :
                  RegId == 3 ? 8 :
                  RegId == 4 ? 16 :
                  RegId == 5 ? 32 :
                  RegId == 6 ? 64 :
                  RegId == 7 ? 128 :
                  RegId == 8 ? 256 :
                  RegId == 9 ? 512 :
                  RegId == 10 ? 1024 :
                  RegId == 11 ? 2048 :
                  RegId == 12 ? 4096 :
                  RegId == 13 ? 8192 :
                  RegId == 14 ? 16384 :
                  32768 ;
endmodule  
==> flow_metrics.env <==
# implementation run metrics
export IMPL_netlist_top_cell_by_instances="sky130_fd_sc_hd__nor2_1"
export IMPL_drv_cap=0
export IMPL_fp_dieW_um=80
export IMPL_number_of_iterations_in_the_first_detailed_routing_pass=2
export IMPL_cp_max_fo=3
export IMPL_pre_cts_ws_ns=-0.8971
export IMPL_synth_cell_types=8
export IMPL_combGateArea_um2=211.5
export IMPL_timing_hold_worst_class="in -> out"
export IMPL_netlist_top_cell_by_area="sky130_fd_sc_hd__nor2_1"
export IMPL_cellPowerDensity_mw_per_mm2=271.9
export IMPL_synth_stat_cells=23
export IMPL_timing_max_transition_violations_final=0
export IMPL_syn2layout_area_growth_pct=340.4
export IMPL_hold_depth=3
export IMPL_violation_tally_from_detailed_route_iteration_zero=9
export IMPL_synthTopCellsByArea="sky130_fd_sc_hd__nor2_1 (38%), sky130_fd_sc_hd__nor3_1 (13%), sky130_fd_sc_hd__nand3b_1 (13%)"
export IMPL_holdCritStartpoint="RegId[0]"
export IMPL_worst_ep_required_time_ns=0.80
export IMPL_log_warning_count=34
export IMPL_die_area_mm2=0.006400
export IMPL_placedCellCount=91
export IMPL_core_area_mm2=0.003416
export IMPL_tightest_slew_ns=0.1612
export IMPL_run_status="complete, but fails checks"
export IMPL_num_io_pins=21
export IMPL_flop_count=0
export IMPL_avgSynthCellArea_um2=5.114
export IMPL_layout_setup_ws_ns=-0.2540
export IMPL_floorplan_die_height_um=80
export IMPL_grt_max_degree=8
export IMPL_netlist_top_cells_count="sky130_fd_sc_hd__nor2_1 (12), sky130_fd_sc_hd__nor3_1 (3), sky130_fd_sc_hd__nand2b_1 (2), sky130_fd_sc_hd__nand3b_1 (2)"
export IMPL_clkbuf_count=0
export IMPL_fmaxAchievable_ghz=0.7975
export IMPL_ctsHoldBuffers=0
export IMPL_place_gp_congestion=0.7769
export IMPL_vias_per_std_cell=2.824
export IMPL_grt_antenna_before_repair=0
export IMPL_synth_yosys_warnings=0
export IMPL_final_period_utilization_pct=125.4
export IMPL_finish_cell_count_without_fillers=102
export IMPL_antenna_left=0
export IMPL_worst_setup_path_type="in -> out"
export IMPL_drc=0
export IMPL_worst_ep_arrival_time_ns=1.05
export IMPL_layout_filler_cells=388
export IMPL_placementRows=21
export IMPL_max_area_cell_share_pct=38.30
export IMPL_overflow=0
export IMPL_routed_wire_length_per_instance_um=10.56
export IMPL_netlist_area_um2=117.6
export IMPL_finalHoldViolCount=0
export IMPL_irDropWorstVdd_mv=0.04145
export IMPL_finalWorstPathRequiredPeriod_ns=1.254
export IMPL_setup_viol_count_final=12
export IMPL_destination_of_the_worst_hold_path="Wordline[0]"
export IMPL_ys_chip_area_um2=117.6
export IMPL_dr_total_vias=288
export IMPL_floorplan_core_util_pct=3.443
export IMPL_number_of_global_route_vias_before_repair=266
export IMPL_ys_seq_share_pct=0
export IMPL_sequential_area_um2=0
export IMPL_power_static_leakage_uw=0.0002321
export IMPL_first_pass_grt_wire_length_mm=1.449
export IMPL_groute_usage_overall_pct=2.817
export IMPL_detailed_placement_hpwl_um=772
export IMPL_synthCells=23
export IMPL_drive_above_1_share_pct=94.64
export IMPL_max_slew_margin_pct=89.22
export IMPL_failed_checks="setup timing"
export IMPL_wl_mm=1.077
export IMPL_grt_setup_unrepaired="yes"
export IMPL_start_kind="input pin"
export IMPL_timing_critical_path_to_type="primary output"
export IMPL_antenna_diode_count=0
export IMPL_buffer_ports_inserted=21
==> cell families (layout without fill, tap and decap cells) <==
| family | count (synthesis) | count (layout) | synth area share, % |
|---|---|---|---|
| and+or+nand+nor | 23 | 23 | 99.98 |
| buffers and inverters | 0 | 33 | 0 |
==> how the worst max path moves through the flow <==
stage | slack [ns] | startpoint | to | cells past startpoint
CTS | -0.27 | RegId[3] | Wordline[0] | 5
global route | -0.28 | RegId[2] | Wordline[2] | 5
finish | -0.25 | RegId[2] | Wordline[2] | 5
==> where the power goes <==
part / switching, uW / total, uW / internal [uW]
registers: 0 / 0 / 0
logic: 63.3 / 141 / 77.6
clock network: 0 / 0 / 0
==> what timing repair did <==
item	CTS	global route
endpoints found under the setup margin	16	16
resized	96	17
buffers inserted	12	0
pin swaps	17	10
==> through the flow <==
step	TNS (ns)	util, %	total power (uW)	instance area [um^2]	hold WS (ns)
2_1_floorplan	0	-	20.99	117.6	0.4127
3_3_place_gp	-12.86	11.50	78.48	392.9	1.476
3_5_place_dp	-12.90	11.50	78.67	392.9	1.468
4_1_cts	-1.593	14.14	124.8	483.0	0.7472
5_1_grt	-1.841	15.16	150.2	518.0	0.7289
6_report	-1.368	15.16	140.9	518.0	0.7110
==> layout make-up <==
cell class	count	area share (%)
timing repair buffer	33	48.07
multi-input combinational	23	40.82
tap	46	11.11
==> critical path, cell delays in order <==
cell and delay (ns):
sky130_fd_sc_hd__buf_8 0.10, sky130_fd_sc_hd__or3b_4 0.40, sky130_fd_sc_hd__buf_4 0.16, sky130_fd_sc_hd__nor2_2 0.09, sky130_fd_sc_hd__buf_2 0.11
==> metal layers <==
metal  track usage [%]  up-vias  wire length (um)
li1                  -      147                 -
met1             3.164      129               420
met2             5.217       12               548
met3             1.023        0               108
met4                 0        0                 0
met5                 0        -                 0
==> cells in the final DEF, fill, tap and decap left out, types with 2 or more instances in the layout <==
cell type	Yosys	layout
sky130_fd_sc_hd__buf_4	0	7
sky130_fd_sc_hd__nor2_4	0	3
sky130_fd_sc_hd__nor3_2	1	3
sky130_fd_sc_hd__nand2b_4	0	2
sky130_fd_sc_hd__nor2_2	0	8
sky130_fd_sc_hd__nand3b_1	2	2
sky130_fd_sc_hd__buf_8	0	2
sky130_fd_sc_hd__buf_6	0	7
sky130_fd_sc_hd__buf_2	0	16
Power is estimated from default activity; no workload was simulated.

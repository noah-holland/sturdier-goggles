$ cat ./constraint.sdc
current_design ReadDecoder_4_16

set clk_period 1.0
set clk_io_pct 0.2

create_clock -name clk0 -period $clk_period

set non_clock_inputs [all_inputs -no_clocks]
set_input_delay [expr $clk_period * $clk_io_pct] -clock clk0 $non_clock_inputs
set_output_delay [expr $clk_period * $clk_io_pct] -clock clk0 [all_outputs]
$ cat ./config.mk
export PLATFORM = sky130hd
export DESIGN_NAME = ReadDecoder_4_16
export DESIGN_NICKNAME = ReadDecoder_4_16
export VERILOG_FILES = /design/flow/design.v
export SDC_FILE = /design/flow/constraint.sdc
export NUM_CORES = 4
export LEC_CHECK = 1
export CORE_AREA = 10 10 70 70
export DIE_AREA = 0 0 80 80
$ cat ./run.sh
#!/bin/bash
# OpenROAD 26Q1-2900-gdf79404cd8, Yosys 0.63+post, stock flow scripts
make -C /OpenROAD-flow-scripts/flow DESIGN_CONFIG=/design/flow/config.mk WORK_HOME=/design/flow/orfs finish
$ cat ./design.v
module ReadDecoder_4_16(input [3:0] RegId, output [15:0] Wordline);
assign Wordline = RegId == 0 ? 1 :
                  RegId == 1 ? 2 :
                  RegId == 2 ? 4 :
                  RegId == 3 ? 8 :
                  RegId == 4 ? 16 :
                  RegId == 5 ? 32 :
                  RegId == 6 ? 64 :
                  RegId == 7 ? 128 :
                  RegId == 8 ? 256 :
                  RegId == 9 ? 512 :
                  RegId == 10 ? 1024 :
                  RegId == 11 ? 2048 :
                  RegId == 12 ? 4096 :
                  RegId == 13 ? 8192 :
                  RegId == 14 ? 16384 :
                  32768 ;
endmodule
==> reports/metrics.cfg <==
[run_status]
outcome = complete, but fails checks
violations = negative setup slack

[finish]
syn2layout_area_growth_pct = 176.2
final_util_pct = 18.32
layout_top_cell = buf_2
nClkBuffers = 0
seq_cells = 0
regArea_um2 = 0
mi_logic_area_um2 = 205.2
fillers = 376
drive_gt1_share_pct = 84.00
mostFrequentLayoutCells = buf_2, buf_6, buf_12

[floorplan]
rows = 21
die_area_um2 = 6400
core-area_um2 = 3416
dieHeight_um = 80
die-width_um = 80
fp_util_pct = 6.630
pin_count = 20

[critical_path]
start_kind = input port
crit_path_end_kind = output port
cp.arrival_ns = 0.93
crit_required_ns = 0.80
criticalPathCategory = in2out
path_max_fanout = 7

[grt]
antenna_found_initial = 0
overflow = 0
use_met1_pct = 5.142
grt_pass1_vias = 302
grt-busiest-layer = met1
grt_usage_pct = 3.209
met2_usage_pct = 3.692
grt_use_met3_pct = 1.705
grt_max_degree = 9
grt_pass1_wl_um = 1718

[min_path]
holdPathStages = 4
worstHoldPathType = in2out
hp-start = RegId[1]
min_to = Wordline[8]

[route]
drt_pass1_iterations = 3
ant_nets = 0
routed_wl_um = 1155
wire_per_inst_um = 12.03
route.detailed.drc = 0
antennaDiodeCount = 0
vias_per_cell = 3.313
first_iter_violations = 6
num_vias = 318

[yosys]
synthDistinctLibCells = 7
yosys_area_um2 = 226.5
syn_avg_cell_area_um2 = 11.32
aoi_share_pct = 0
ys_sh_mux_pct = 0
syn_area_um2 = 226.5
synthAdderAreaFrac_pct = 0
synthCells = 20
yosys_warnings = 0
simple_gate_share_pct = 86.74
postSynthSeqShare_pct = 0
ys_cells = 20
xor_share_pct = 0
synthTopLogicFamily = simple AND/OR/NAND/NOR gates

[place]
dp_hpwl_um = 667.9
dpl_worst_slack_ns = -0.7896
port_buffers = 20
gp_congestion = 0.6902

[final_timing]
period_used_pct = 112.8
fmax_mhz = 886.7
worst_pin_slew_ns = 0.1937
fin_ws_ns = -0.1277
rsz0062_at_grt = yes
drv_slew = 0
slew_headroom_pct = 87.06
setup_violations = 8
finalHoldViolCount = 0
finalSetupTns_ns = -0.5672
period_needed_ns = 1.128

[flow_run]
cap_viol_max_count = 0
tool_warnings = 34

[power]
peakVddDrop_mv = 0.07427
power_density_nw_per_um2 = 325.3
power_w = 0.0002035
p_leak_nw = 0.2966

==> critical path: stages <==
cell	delay (ns)
buf_12	0.11
buf_12	0.12
buf_6	0.11
nor4b_2	0.25
buf_2	0.14
==> cell families after synthesis <==
| family | after synthesis |
|---|---|
| AND/OR/NAND/NOR | 16 |
| buffers and inverters | 4 |
==> per-stage QoR <==
stage	hold slack [ns]	area [um^2]	std cells
after CTS	0.7601	634.4	97
after detailed placement	1.503	534.3	86
after floorplan	0.5352	226.5	20
final	0.7507	625.6	96
after global placement	1.491	534.3	86
after global routing	0.7718	625.6	96
==> power by group <==
group          switching, W  leakage, nW  internal, W
clock                     0            0            0
sequential                0            0            0
combinational     0.0000666        0.297     0.000137
==> layout make-up <==
class	count	share of cell area, %
Multi-Input combinational cell	16	32.80
Timing Repair Buffer	34	58.00
Tap cell	46	9.200
==> cells in the mapped netlist <==
cell type | count | share of area [%]
and4_1 | 1 | 3.9
and4b_1 | 4 | 18
and4bb_1 | 3 | 17
and4bb_2 | 3 | 17
buf_4 | 4 | 13
nor4_2 | 1 | 5.5
nor4b_2 | 4 | 27
==> metal layers <==
layer / share of wire (%) / wire length, um / vias to the layer above
li1: - / - / 155
met1: 52 / 598 / 144
met2: 32 / 367 / 19
met3: 16 / 189 / 0
met4: 0 / 0 / 0
met5: 0 / 0 / -
==> worst max path at each step <==
stage | start | to | slack (ns) | depth (start not counted)
after CTS | RegId[0] | Wordline[2] | -0.18 | 6
after global routing | RegId[0] | Wordline[0] | -0.17 | 5
final | RegId[0] | Wordline[2] | -0.13 | 5
==> repair_timing <==
action                                  in CTS  in global routing
endpoints found under the setup margin      16                 15
cloned                                       2                  0
pin swaps                                   12                  5
setup buffers                                9                  1
gates resized                               77                  7
hold buffers                                 0                  0
Power and IR drop assume default switching activity.
